--- design/flow/config.mk ---
export PLATFORM = sky130hd
export DESIGN_NAME = smooth
export DESIGN_NICKNAME = smooth
export VERILOG_FILES = /design/flow/design.v
export SDC_FILE = /design/flow/constraint.sdc
export NUM_CORES = 4
export LEC_CHECK = 1
export CORE_UTILIZATION = 40
--- design/flow/constraint.sdc ---
current_design smooth

set clk_period 7.3
set clk_io_pct 0.2

create_clock -name clk0 -period $clk_period [get_ports {clk}]

set non_clock_inputs [all_inputs -no_clocks]
set_input_delay [expr $clk_period * $clk_io_pct] -clock clk0 $non_clock_inputs
set_output_delay [expr $clk_period * $clk_io_pct] -clock clk0 [all_outputs]
--- design/flow/design.v ---
`timescale 1ns / 1ps
module smooth(
    input clk,
    input reset,
    input [23:0] RGB_Smooth, 
    input [7:0] top,
    input [7:0] bot,
    input [7:0] left,
    input [7:0] right,
    input [7:0] top_left,
    input [7:0] top_right,
    input [7:0] bot_left,
    input [7:0] bot_right,
    output reg [23:0] RGB_Smoothened
    );
    integer transform;
    initial begin
        RGB_Smoothened   = 0;
    end
    always @(posedge clk)begin
        if(reset)begin
            RGB_Smoothened   = 0;
            end
        else begin
            transform =  RGB_Smooth[15:8] +
                         top +
                         bot +
                         left +
                         right +
                         top_left +
                         top_right +
                         bot_left +
                         bot_right;
            RGB_Smoothened[7:0]=(transform >> 3) - (transform >> 6);  
            RGB_Smoothened[15:8]=(transform >> 3) - (transform >> 6);  
            RGB_Smoothened[23:16]=(transform >> 3) - (transform >> 6);  
            end
       end
endmodule
--- design/flow/run.sh ---
#!/bin/bash
# OpenROAD 26Q1-2900-gdf79404cd8, Yosys 0.63+post, stock flow scripts
make -C /OpenROAD-flow-scripts/flow DESIGN_CONFIG=/design/flow/config.mk WORK_HOME=/design/flow/orfs finish
==> metrics.yaml <==
run_status:
  outcome: "completed"
yosys:
  ys_cells: 258
  synth_seq_share: 0.0664
  synth.cell_area_um2: 2410
  ys_chip_area_um2: 2410
  ys_seq_elements: 8
  netlist_instances: 258
  synth_warnings: 1
  avgSynthCellArea_um2: 9.35
  ys_types: 43
grt:
  grt_pass1_wl_um: 7580
  gr-total-overflow: 0
  grtUsageMet3: 0.0128
  grt_max_degree: 10
  grt_busiest_layer: "met2"
  antenna_found_initial: 0
  use_met2: 0.274
  grt_pass1_vias: 1924
  grt.total_usage: 0.154
  gr-usage-met1: 0.223
critical_path:
  cp.arrival_ns: 6.76
  crit_path_cell_trace: "clkdlybuf4s50_1 > inv_1 > fa_1 > inv_1 > fa_1 > fa_1 > fa_1 > nand4b_4 > fa_1 > nand2b_1 > a21oi_1 > xor2_1 > ha_1 > inv_1 > ha_1 > a21oi_1 > a21oi_1 > o311ai_0 > and3_1 > nor3_1"
  start_kind: "primary input"
  max_stage_delay_ns: 0.59
  crit_buf_inv: 4
  crit_type: "primary input to register"
  cp-end-kind: "register"
  crit_family: "adder cells"
  slowest_stage: "fa_1"
  cp.required_ns: 7.40
  path_common_cell: "fa_1"
  crit_path_max_fanout: 5
placed_design:
  dp_cells: 412
  place_hpwl_um: 3780
  port_buffers: 97
  routabilityCongestion: 0.797
final_timing:
  layout_min_cycle_time_ns: 6.66
  rsz0062_at_grt: "no"
  fin_setup_tns_ns: 0
  fmax_mhz: 150
  hold_viol_final: 0
  worst_pin_slew_ns: 0.585
  maxSlewHeadroom: 0.606
  period_used_share: 0.912
  finalSetupViolCount: 0
  finalMaxSlewViolations: 0
floorplanning:
  die_y_um: 79.7
  num_rows: 27
  fp_util: 0.425
  core_area_um2: 5680
  die_w_um: 79.7
  die_area_um2: 6350
  ioPinCount: 114
drt:
  first_iter_violations: 39
  routed_via_density: 4.42
  drc: 0
  ant_nets: 0
  via_count: 1834
  routed_wl_um: 3920
  insertedDiodeCount: 0
  drtPass1Iterations: 4
  wl_per_cell_um: 9.44
cts:
  clk_path_buf_depth: 2
  cts_resized: 0
  cts_buffers: 3
  clk_pin_slew_worst_paths_ns: 0.04
  h-tree-depth: 1
  holdBufCountCts: 0
  postCtsSetupRepairBufs: 0
  cts_tree: "yes"
  cts_num_sinks: 8
  cts_root_buf: "clkbuf_8"
flow_run:
  stage_log_warnings: 41
  cap_violations: 0
layout:
  area_growth_pct: 41.2
  fill_cells: 512
  largest_reg_flops: 8
  final_util: 0.600
  drive_gt1_frac: 0.0408
  final_cells: 415
worst_hold_path:
  hold_path_class: "primary input to register"
[synth_stat cells, drive strengths merged]
| cell type | n | area (um^2) |
|---|---|---|
| inv | 82 | 308 |
| fa | 54 | 1080 |
| buf | 16 | 120 |
| nor2 | 15 | 56.3 |
| ha | 14 | 175 |
| a21oi | 10 | 65.1 |
| dfxtp | 8 | 160 |
| xnor2 | 7 | 61.3 |
| nor3 | 5 | 25.0 |
| nand2 | 4 | 15.0 |
| xor2 | 4 | 35.0 |
| nand2b | 3 | 18.8 |
| nand3 | 3 | 15.0 |
| o21ai | 3 | 15.0 |
| a211oi | 2 | 20.0 |
| and3 | 2 | 12.5 |
| nor2b | 2 | 12.5 |
| o21a | 2 | 15.0 |
| or3 | 2 | 12.5 |
| a21o | 1 | 7.51 |
| a2bb2oi | 1 | 8.76 |
| and2 | 1 | 6.26 |
| clkbuf | 1 | 3.75 |
| maj3 | 1 | 11.3 |
| mux2 | 1 | 15.0 |
| mux2i | 1 | 10.0 |
| nand4 | 1 | 12.5 |
| nand4b | 1 | 23.8 |
| nor4 | 1 | 6.26 |
| o211a | 1 | 10.0 |
| o211ai | 1 | 7.51 |
| o21ba | 1 | 10.0 |
| o21bai | 1 | 7.51 |
| o22a | 1 | 10.0 |
| o22ai | 1 | 6.26 |
| o311ai | 1 | 8.76 |
| o31a | 1 | 8.76 |
| o31ai | 1 | 7.51 |
| or3b | 1 | 8.76 |
[area by class of cell]
class / instances / area, um^2 / share of cell area
clock buffer: 3 / 41.3 / 0.0121
multi-input combinational: 151 / 1820 / 0.535
sequential: 8 / 160 / 0.0470
timing repair buffer: 99 / 986 / 0.289
inverter: 82 / 308 / 0.0903
tap: 72 / 90.1 / 0.0264
[final timing paths]
check | start | cells past startpoint | to
setup / recovery | top[2] | 20 | RGB_Smoothened[22]
hold / removal | reset | 2 | RGB_Smoothened[16]
[through the flow]
step / worst slack (ns) / area (um^2) / hold slack (ns)
after global routing: 0.280 / 3410 / 2.03
after detailed placement: 0.394 / 3370 / 2.15
after CTS: 0.606 / 3410 / 2.01
after floorplan: 1.13 / 2410 / 1.74
after global placement: 0.382 / 3370 / 2.15
final: 0.641 / 3410 / 2.00
[cells in the final DEF (no fill, tap or decap), types with 2 or more instances in the layout]
cell             synthesis  routed
xor2_1                   4       4
fa_1                    54      54
nor2b_1                  2       2
clkbuf_8                 0       3
nand3_1                  3       3
nand2b_1                 3       3
dfxtp_1                  8       8
and3_1                   2       2
o21ai_0                  2       2
inv_1                   82      82
nor2_1                  15      15
buf_4                   16       2
or3_1                    2       2
clkdlybuf4s50_1          0      97
a21oi_1                  8       8
nand2_1                  4       4
nor3_1                   5       5
o21a_1                   2       2
xnor2_1                  7       7
ha_1                    14      14
[metal layers]
metal / up-vias / wire, um
li1: 928 / -
met1: 841 / 1670
met2: 65 / 1980
met3: 0 / 269
met4: 0 / 0
met5: - / 0
[logic make-up (layout without fill, tap and decap cells)]
logic type | count (synthesis) | after routing | synth area share
adders and majority gates | 69 | 69 | 0.525
muxes | 2 | 2 | 0.0104
and+or+nand+nor | 41 | 41 | 0.0933
xor gates and xnor gates | 11 | 11 | 0.0399
DFF | 8 | 8 | 0.0664
AOI/OAI and AO/OA | 28 | 28 | 0.0861
buffers and inverters | 99 | 184 | 0.179
