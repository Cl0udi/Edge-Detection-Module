### constraint.sdc
current_design edge_detect

set clk_period 4.9
set clk_io_pct 0.2

create_clock -name clk0 -period $clk_period [get_ports {clk}]

set non_clock_inputs [all_inputs -no_clocks]
set_input_delay [expr $clk_period * $clk_io_pct] -clock clk0 $non_clock_inputs
set_output_delay [expr $clk_period * $clk_io_pct] -clock clk0 [all_outputs]
### run.sh
#!/bin/bash
# OpenROAD 26Q1-2900-gdf79404cd8, Yosys 0.63+post, stock flow scripts
make -C /OpenROAD-flow-scripts/flow DESIGN_CONFIG=/design/flow/config.mk WORK_HOME=/design/flow/orfs finish
### design.v
`timescale 1ns / 1ps
module edge_detect(
    input clk,
    input reset,
    input [23:0] RGB_Edge, 
    input [7:0] top,
    input [7:0] bot,
    input [7:0] left,
    input [7:0] right,
    input [7:0] top_left,
    input [7:0] top_right,
    input [7:0] bot_left,
    input [7:0] bot_right,
    output reg [23:0] RGB_Edge_Detected
    );
    integer transform;
    initial begin
        RGB_Edge_Detected   = 0;
    end
    always @(posedge clk)begin
        if(reset)begin
            RGB_Edge_Detected   = 0;
            end
        else begin
            transform =  (RGB_Edge[15:8] << 3) -
                         top -
                         bot -
                         left -
                         right -
                         top_left -
                         top_right-
                         bot_left -
                         bot_right;
            RGB_Edge_Detected[7:0]=transform;  
            RGB_Edge_Detected[15:8]=transform;  
            RGB_Edge_Detected[23:16]=transform;  
            end
       end
endmodule
### config.mk
export PLATFORM = sky130hd
export DESIGN_NAME = edge_detect
export DESIGN_NICKNAME = edge_detect
export VERILOG_FILES = /design/flow/design.v
export SDC_FILE = /design/flow/constraint.sdc
export NUM_CORES = 4
export LEC_CHECK = 1
export CORE_UTILIZATION = 40
==> results_dict.tcl <==
# flow metrics
set metrics [dict create \
    slew_viol_final 0 \
    comb_area_sq_um 1420 \
    cts_hold_buf 0 \
    fmaxAchievable_ghz 0.211 \
    ys_ff 8 \
    grt_pass1_vias 1567 \
    power_density_nw_per_um2 508 \
    ff_type "dfxtp_1" \
    max_slew.worst_pin.slew_ns 0.301 \
    warnings 49 \
    arrival_ns 4.85 \
    core_util_floorplan_pct 42.2 \
    synth.cellmix.compoundShare_pct 5.61 \
    drt-total-wl_um 3100 \
    largest_reg_flops 8 \
    numPortBuffers 94 \
    synth_cell_types 22 \
    ys_sh_adder_pct 50.6 \
    cts-root-buf "clkbuf_8" \
    yosys_area_sq_um 2030 \
    avgViaCountPerCell 4.07 \
    area_delta_synth_final_pct 49.5 \
    ys_sh_simple_pct 4.13 \
    core_area_sq_um 4820 \
    outcome "complete, no violations" \
    yosys_warnings 1 \
    synth.avg_cell_area_sq_um 8.99 \
    seq_area_frac_synth_pct 7.89 \
    fillCellCount 448 \
    crit_type "in2reg" \
    syn_inst 226 \
    dieHeight_um 73.3 \
    ys_cells 226 \
    cts_sinks 8 \
    die_w_um 73.3 \
    min_period_ns 4.74 \
    grt_max_degree 11 \
    die_area_sq_um 5370 \
    vias 1551 \
    num_rows 25 \
    rsz0062_at_grt "yes" \
    cts_setup_buffers 0 \
    dp_hpwl_um 3060 \
    edf_count 0 \
    post-route-util_pct 63.0 \
    antenna_found_initial 0 \
    topCellsByArea "fa_1 (41%), inv_1 (16%), ha_1 (9.2%)" \
    flop_area_sq_um 160 \
    setup_viol 0 \
    drive_gt1_share_pct 4.46 \
    synth.largest_area_cell "fa_1" \
    fin_ws_ns 0.162 \
    leakage_nw 1.51 \
    htreeDepth 1 \
    logic_family "adder cells" \
    path_clk_slew_ns 0.04 \
    grt-ovfl-total 0 \
    max_slew_margin_pct 79.9 \
    cp-end-kind "flop" \
    start_kind "input port" \
    tritoncts "yes" \
    period_used_pct 96.7 \
    dr.pass1.iters 2 \
    drt_iter0_drc 8 \
    antenna_left 0 \
    hold_violations 0 \
    common_cells "inv_1 (88), fa_1 (42), xnor2_1 (18), buf_4 (16), ha_1 (15)" \
    ir_drop_uv 210 \
    grt_usage_pct 13.9 \
    synth.most_common_cell "inv_1" \
    cts_buffers 3 \
    drv_cap 0 \
    worstPathMaxFanout 3 \
    top_cell_area_share_pct 41.4 \
    clock_path_buffers 2 \
    drc 0 \
    holdCritPathClass "in2reg" \
    routedWlPerCell_um 8.15 \
    async_flop_share_pct 0 \
    crit_required_ns 5.01 \
    preCtsSetupSlack_ns -0.103 \
    num_antenna_cells 0 \
    finalWeightedCongestion 0.747 \
    ys_sh_xor_pct 8.63 \
    ioPinCount 114 \
    grt_first_pass_wirelength_um 5710 \
    mux_area_share_pct 0.739 \
    synth_area_sq_um 2030 \
]
-- metrics by stage --
stage / power (mW) / TNS, ns / std cells / area [sq um] / hold WS, ns
finish: 1.54 / 0 / 381 / 3040 / 1.50
CTS: 1.56 / 0 / 381 / 3030 / 1.51
global placement: 1.47 / -0.111 / 378 / 2990 / 1.67
floorplan: 1.07 / 0 / 226 / 2030 / 1.12
detailed placement: 1.48 / -0.134 / 378 / 2990 / 1.67
global route: 1.77 / -0.0450 / 381 / 3040 / 1.55
-- repair_timing --
| action | CTS | global route |
|---|---|---|
| hold endpoints to repair | 0 | 0 |
| setup endpoints to repair | 0 | 2 |
| gates resized | 0 | 2 |
-- metal layers --
layer  track usage (%)  vias to the layer above  share of wire, %
met5                 0                        -                 0
met4             0.218                        0                 0
met3              3.05                        0               7.9
met2              25.9                       60                52
met1              17.8                      702                41
li1                  -                      789                 -
-- worst max-delay path, cell delays in order --
cell             delay [ns]
clkdlybuf4s50_1        0.45
inv_1                  0.05
fa_1                   0.50
fa_1                   0.52
fa_1                   0.55
inv_1                  0.06
fa_1                   0.56
inv_1                  0.05
ha_1                   0.30
a21o_1                 0.13
a21oi_2                0.06
o21a_1                 0.18
o21ba_2                0.20
mux2_4                 0.24
-- power breakdown --
part	leakage, nW	switching, mW	internal (mW)	total [mW]
logic	1.42	0.570	0.777	1.35
registers	0.0667	0.0169	0.101	0.118
clock network	0.0216	0.0234	0.0530	0.0764
-- kinds of logic (layout without fill, tap and decap cells) --
family | Yosys count | after routing
buf+inv | 105 | 193
compound gates | 17 | 17
flops | 8 | 8
fa+ha+maj | 57 | 57
xor+xnor | 20 | 20
mux | 1 | 1
simple gates | 18 | 18
-- cell usage in the layout (no fill, tap or decap), types with 2 or more instances in the layout --
cell and count:
ha_1 15, o21ai_0 2, xor2_1 2, nor3_1 5, clkdlybuf4s50_1 94, a21o_1 3, o21a_1 5, inv_1 88
xnor2_1 18, fa_1 42, buf_4 8, nor2_1 6, clkbuf_8 3, a21oi_1 2, nand2_1 4, dfxtp_1 8
-- worst paths after layout --
| path | slack, ns | endpoint | startpoint | cells after the start |
|---|---|---|---|---|
| worst max-delay path | 0.16 | RGB_Edge_Detected[15] | top[1] | 14 |
| worst min-delay path | 1.50 | RGB_Edge_Detected[16] | reset | 2 |
-- final cells by class --
class                           count  share of cell area [%]
Inverter                           88                    10.9
Clock buffer                        3                    1.36
Timing Repair Buffer              102                    33.0
Sequential cell                     8                    5.27
Multi-Input combinational cell    113                    46.8
Tap cell                           67                    2.76
Power is estimated from default activity; no workload was simulated.
